==> ./design.v <==
`timescale 1ns / 1ps
module BHT(
    input wire clk,
    input wire rst,
    input wire [31:0] PCF,
    input wire [31:0] PCE,
    input wire BranchE,
    input wire [31:0] BranchTarget,
    output reg PredictF,
    output wire [31:0] PredictTarget
    );
    localparam LEN = 4;
    localparam SIZE = 1 << LEN;
    reg [31:0] BranchPC [0:SIZE-1];
    reg [31:0] PredictPC [0:SIZE-1];
    reg [1:0] State [0:SIZE-1];
    wire [LEN-1:0] PCF_Index = PCF[LEN+1:2];
    wire [LEN-1:0] PCE_Index = PCE[LEN+1:2];
    assign PredictTarget = PredictPC[PCF_Index];
    always @ (*) begin
        if (State[PCF_Index][1] && (BranchPC[PCF_Index] == PCF))
            PredictF <= 1;
        else
            PredictF <= 0;
    end
    integer i;
    always @ (negedge clk or posedge rst) begin
        if (rst) begin
            for (i = 0; i < SIZE; i = i + 1) begin
                BranchPC[i] <= 0;
                PredictPC[i] <= 0;
                State[i] <= 0;
            end
        end
        else if (BranchE) begin
            BranchPC[PCE_Index] <= PCE;
            PredictPC[PCE_Index] <= BranchTarget;
            if (BranchPC[PCE_Index] == PCE) begin
                case(State[PCE_Index])
                    2'b00: State[PCE_Index] <= 2'b01;
                    2'b01: State[PCE_Index] <= 2'b11;
                    2'b10: State[PCE_Index] <= 2'b11;
                    2'b11: State[PCE_Index] <= 2'b11;
                endcase
            end
            else begin
                State[PCE_Index] <= 2'b10;
            end
        end
        else if (!BranchE && (BranchPC[PCE_Index] == PCE)) begin
            case(State[PCE_Index])
                2'b00: State[PCE_Index] <= 2'b00;
                2'b01: State[PCE_Index] <= 2'b00;
                2'b10: State[PCE_Index] <= 2'b00;
                2'b11: State[PCE_Index] <= 2'b10;
            endcase
        end
    end
endmodule
==> ./run.sh <==
#!/bin/bash
# OpenROAD 26Q1-2900-gdf79404cd8, Yosys 0.63+post, stock flow scripts
make -C /OpenROAD-flow-scripts/flow DESIGN_CONFIG=/design/flow/config.mk WORK_HOME=/design/flow/orfs finish
==> ./config.mk <==
export PLATFORM = sky130hd
export DESIGN_NAME = BHT
export DESIGN_NICKNAME = BHT
export VERILOG_FILES = /design/flow/design.v
export SDC_FILE = /design/flow/constraint.sdc
export NUM_CORES = 4
export LEC_CHECK = 1
export CORE_UTILIZATION = 30
==> ./constraint.sdc <==
current_design BHT

set clk_period 23.3
set clk_io_pct 0.2

create_clock -name clk0 -period $clk_period [get_ports {clk}]

set non_clock_inputs [all_inputs -no_clocks]
set_input_delay [expr $clk_period * $clk_io_pct] -clock clk0 $non_clock_inputs
set_output_delay [expr $clk_period * $clk_io_pct] -clock clk0 [all_outputs]
==> Changelog: implementation <==
## Implementation

* Cells on worst reg2reg path at 11
* First-pass GRT wire length at 324000 µm
* PwrDens at 91.5 mW/mm²
* Buf/Inv on CP at 1
* Routed via count at 40.6k
* Ports at 132
* Vias in the first global route at 40.5k
* Post_cts resized at 0
* Post-synth EDFFs at 0
* VDD IR max at 79.1 µV
* Area leader share at 51.6%
* Area Growth Syn to Fin at 15.6%
* Post-route ant nets at 0
* CTS root buffer: clkbuf_16
* Critical Path Stages at 11
* Crit path from: BranchPC[4][3]
* Leakage power at 24.8 nW
* Tightest Pin Transition at 1.12 ns
* Critical path, cell by cell: nor2b_1, o22ai_1, a21oi_1, o22ai_1, o22ai_1, xnor2_1, nand2_1, a2111oi_0, nand3_1, nor4_1, clkdlybuf4s50_1
* Core area at 0.169 mm²
* Timing endpoint of the critical path: PredictF
* Setup repair bufs after CTS at 0
* Routed vias/inst at 6.10
* Biggest area cells: dfrtn_1, mux2_2, a22oi_1, clkbuf_1, a22o_1
* Hold WS at 0.440 ns
* RSZ-0062 raised after global routing: false
* Tool warnings at 48
* H-tree levels at 3
* DP HPWL at 148000 µm
* Share of layout cells above drive strength 1 at 30.9%
* Clock skew at 0.0494 ns
* Worst EP arrival at 16.54 ns
* Yosys top cell by area: dfrtn_1
* CP max FO at 3
* Worst-path clk slew at 0.05 ns
* Die Span X at 415 µm
* Most common cell in the netlist: dfrtn_1
* Total gr overflow at 0
* Final Hold Fails at 0
* Synth Flop Type: dfrtn_1
* Initial DRC Count at 4155
* Status: completed
* Synth warnings at 4
* Flops after synth at 1056
* Hold crit path type: reg2reg
* CTS tree: done
* Die height at 415 µm
* FFs w/ async S/R, synth at 100%
* Endpoints failing setup at 0
* First-pass iteration count of the detailed router at 8
* Cell mode on critical path: o22ai_1
* Largest buffer count on any clock path at 3
* Worst EP required at 18.64 ns
* CTS Buf Count at 109
* Post-synthesis sequential area ratio at 51.6%
* CP max stage cell: a2111oi_0
* Setup CP Type: reg2out
* GRT Overall Usage at 27.5%
* Rows at 151
* Max cap viols at 0
* Max Slew Vio Count at 0
* Setup crit end kind: output pin
* Post-Syn Area at 0.0512 mm²
* R2r setup slk at 19.60 ns
* FP Util at 30.2%
* Reg2reg end: State[13][0]
* Initial antenna violation count at 13
* Port Buffer Count at 131
* Remaining routing DRC violations at 0
* Largest net degree at the start of global routing at 127
* Worst slew margin at 24.7%
* Die area at 0.172 mm²
* Clk ins delay skew pair at 0.72 ns
* Total design power at 0.00542 W
* WL final at 232000 µm
* WL per Instance at 34.8 µm
* Routability congestion estimate at 1.08
* Max stage delay on crit path at 0.76 ns
* Critical path's top delay family: AND-OR/OR-AND gates
* Critical Path Source Type: flop
* Worst r2r src: BranchPC[11][5]
* Post-CTS Hold Buffers at 0
* Post-Syn Instances at 4336
* Unique masters post-synth at 84
* Yosys chip area at 0.0512 mm²
* Mapped Avg Cell Area at 11.8 µm²
* Commonest cells in the synthesized netlist: dfrtn_1, mux2_2, clkbuf_1, a22oi_1, nand2_1
* CTS sink cnt at 1056
* Yosys cell count at 4336
## cells by family (layout without fill, tap and decap cells)
group,Yosys count,after routing,synth area share [%]
flip-flops,1056,1056,51.6
buffers and inverters,443,544,3.44
other,0,5,0
AND/OR/NAND/NOR,741,741,7.61
XOR/XNOR,42,42,0.718
AND-OR/OR-AND,1119,1119,16.1
multiplexers,935,935,20.6
## per-stage QoR
step / cell area [µm²] / instances / setup TNS (ns) / setup slack [ns] / utilization (%)
final: 59200 / 6660 / 0 / 2.10 / 35.0
after global routing: 59200 / 6655 / 0 / 2.06 / 34.9
after CTS: 59200 / 6654 / 0 / 2.29 / 34.9
after detailed placement: 55400 / 6454 / 0 / 1.98 / 32.7
after global placement: 55400 / 6454 / 0 / 2.05 / 32.7
after floorplan: 51200 / 4336 / -7575.61 / -7.17 / -
## registers in the layout (all words and copies together), names as in the netlist
| name | count |
|---|---|
| State | 32 |
| PredictPC | 512 |
| BranchPC | 512 |
## cells in the final DEF, fill, tap and decap left out, types with 13 or more instances in the layout
| master | instances |
|---|---|
| a22o_1 | 126 |
| nand3b_1 | 17 |
| nand2_1 | 195 |
| mux2_2 | 889 |
| o21ai_0 | 180 |
| clkinv_2 | 22 |
| a222oi_1 | 23 |
| and3_1 | 13 |
| nor3_1 | 23 |
| o21ai_1 | 26 |
| a2bb2oi_1 | 14 |
| o22a_1 | 38 |
| and2_1 | 46 |
| dfrtn_1 | 1056 |
| nand2b_1 | 53 |
| clkbuf_16 | 109 |
| nand3_1 | 107 |
| xor2_1 | 24 |
| o2111ai_1 | 16 |
| o22ai_1 | 35 |
| a211oi_1 | 13 |
| nor2_1 | 102 |
| clkdlybuf4s50_1 | 122 |
| a32oi_1 | 32 |
| inv_1 | 20 |
| xnor2_1 | 18 |
| clkbuf_1 | 18 |
| a32o_1 | 15 |
| a31oi_1 | 23 |
| buf_4 | 184 |
| nor2b_1 | 21 |
| nand4_1 | 23 |
| or3b_2 | 13 |
| a22oi_1 | 273 |
| nand2_4 | 17 |
| clkbuf_8 | 27 |
| a21oi_1 | 107 |
| a221oi_1 | 108 |
| mux2i_1 | 41 |
| o32ai_1 | 18 |
## per-layer routing
layer | track usage [%] | share of wire, %
met1 | 37.3 | 40
met2 | 39.0 | 43
met3 | 10.5 | 11
met4 | 13.7 | 6.4
met5 | 0 | 0.056
## where the power goes
part / leakage, nW / switching [W] / internal (W)
Clock: 1.86 / 0.000788 / 0.00106
Combinational: 9.98 / 0.000465 / 0.000471
Sequential: 13.0 / 0.000365 / 0.00227
Total: 24.8 / 0.00162 / 0.00380
## how the worst min path moves through the flow
stage / slack, ns / from / cells after the start / end
after global routing: 0.45 / BranchPC[14][3] / 1 / BranchPC[14][3]
final: 0.44 / BranchPC[15][5] / 1 / BranchPC[15][5]
after CTS: 0.44 / BranchPC[14][3] / 1 / BranchPC[14][3]
## cell type report
class                   count  area [µm²]
diodes                      5        12.5
clock buffers             154        3170
clock inverters            46         606
fillers                 16300      110000
inverters                  23        90.1
multi-input cells        2837       23300
flip-flops and latches   1056       26400
well taps                2218        2780
repair buffers            321        2820
No activity file was given, so power comes from the tool's default toggle rates.
