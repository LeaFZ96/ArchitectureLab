==> ./design.v <==
`timescale 1ns / 1ps
module BTB(
    input wire clk,
    input wire rst,
    input wire [31:0] PCF,
    input wire [31:0] PCE,
    input wire BranchE,
    input wire [31:0] BranchTarget,
    output reg PredictF,
    output wire [31:0] PredictTarget
    );
    localparam LEN = 4;
    localparam SIZE = 1 << LEN;
    reg [31:0] BranchPC [0:SIZE-1];
    reg [31:0] PredictPC [0:SIZE-1];
    reg Extra [0:SIZE-1];
    wire [LEN-1:0] PCF_Index = PCF[LEN+1:2];
    wire [LEN-1:0] PCE_Index = PCE[LEN+1:2];
    assign PredictTarget = PredictPC[PCF_Index];
    always @ (*) begin
        if (Extra[PCF_Index] && (BranchPC[PCF_Index] == PCF))
            PredictF <= 1;
        else
            PredictF <= 0;
    end
    integer i;
    always @ (negedge clk or posedge rst) begin
        if (rst) begin
            for (i = 0; i < SIZE; i = i + 1) begin
                BranchPC[i] <= 0;
                PredictPC[i] <= 0;
                Extra[i] <= 0;
            end
        end
        else if (BranchE) begin
            BranchPC[PCE_Index] <= PCE;
            PredictPC[PCE_Index] <= BranchTarget;
            Extra[PCE_Index] <= 1;
        end
        else if (!BranchE && (BranchPC[PCE_Index] == PCE)) begin
            Extra[PCE_Index] <= 0;
        end
    end
endmodule
==> ./run.sh <==
#!/bin/bash
# OpenROAD 26Q1-2900-gdf79404cd8, Yosys 0.63+post, stock flow scripts
make -C /OpenROAD-flow-scripts/flow DESIGN_CONFIG=/design/flow/config.mk WORK_HOME=/design/flow/orfs finish
==> ./config.mk <==
export PLATFORM = sky130hd
export DESIGN_NAME = BTB
export DESIGN_NICKNAME = BTB
export VERILOG_FILES = /design/flow/design.v
export SDC_FILE = /design/flow/constraint.sdc
export NUM_CORES = 4
export LEC_CHECK = 1
export CORE_UTILIZATION = 50
==> ./constraint.sdc <==
current_design BTB

set clk_period 23.5
set clk_io_pct 0.2

create_clock -name clk0 -period $clk_period [get_ports {clk}]

set non_clock_inputs [all_inputs -no_clocks]
set_input_delay [expr $clk_period * $clk_io_pct] -clock clk0 $non_clock_inputs
set_output_delay [expr $clk_period * $clk_io_pct] -clock clk0 [all_outputs]
==> results.txt <==
Figures from the flow reports.

Floorplan:
- The overall die size recorded for this design is between 100,000 and 150,000 um^2.
- The run gives the area inside the core boundary as approximately 100,000 um^2.
- The run puts the cell row count at between 100 and 150.
- The run puts the height of the chip at 320 um.
- The run puts the number of primary I/O pins at approximately 130.
- The run gives the fraction of the core area occupied by cells at floorplan as 0.504.
- The run puts the overall die width at between 300 and 400 um.

Clock network:
- The run gives the clock transition at the registers of the reported paths as 50 ps.
- TritonCTS built the clock tree.
- Per the CTS log, the root buffer master is sky130_fd_sc_hd__clkbuf_16.
- The run gives the maximum number of buffers from clock root to sink as 3.
- The clock reaches the later pin of the worst-skew pair after roughly 670 ps.
- The report lists the number of cells resized after CTS as 0.
- The run gives the clock sink count as 1,040.
- The number of setup buffers added after CTS is 0.
- The report puts the hold buffer count at CTS at 0.
- The H-tree was split into 3 levels.
- Counting the buffers created by CTS gives 110.

Worst setup path:
- Grouping stages by cell kind, the critical path spends the most delay in buffers and inverters.
- Data arrives at the worst endpoint at roughly 9400 ps.
- In this design, the stage delay of the slowest critical-path cell is 550 ps.
- The run gives the nature of the critical path startpoint as an input pin.
- The cell that appears most often on the critical path is sky130_fd_sc_hd__buf_4.
- Per the STA report, the cell with the highest stage delay on the worst path is sky130_fd_sc_hd__buf_4.
- The report lists the cells along the critical path as buf_4 > buf_4 > buf_4 > nor2b_2 > buf_4 > a22o_1 > a2111oi_0 > a31oi_1 > xnor2_1 > nand4_1 > nor4_4 > nand3_4 > a211o_1.
- The run gives the worst path required time as 12,260 ps.
- STA classifies the critical path endpoint as a flop.
- STA lists the maximum fanout along the critical path as about 46.
- The run puts the buffering stage count on the worst path with inverters included at 4.
- The run gives the kind of critical path as in2reg.

Yosys:
- Of the post-synthesis cell area, the dominant cell type holds 0.515.
- In the post-synthesis netlist, the biggest area contributors are sky130_fd_sc_hd__dfrtn_1 52%, sky130_fd_sc_hd__mux2_2 22%, sky130_fd_sc_hd__a22oi_1 3.4%, sky130_fd_sc_hd__a22o_1 2.1%, sky130_fd_sc_hd__clkbuf_1 1.9%.
- Yosys mapped a number of flops with a built-in enable equal to 0.
- Of the synthesized area, sequential elements account for 0.515.
- Per the synthesis report, the dominant area consumer among library cells is sky130_fd_sc_hd__dfrtn_1.
- The run gives the synthesized cell area as 50,500 um^2.
- The synthesized netlist handed to floorplanning was reported with a cell count of approximately 4,100.
- The run gives the number of standard cells reported by yosys as approximately 4,100.
- Looking at the gate-level netlist, the highest instance count belongs to sky130_fd_sc_hd__dfrtn_1.
- Yosys reports a chip area of 50,500 um^2.
- The post-synth register bit count is 1,040.
- The synthesis log from Yosys contains 4 warnings.
- Sorting the synthesized cells by how often they occur yields 1,040 x sky130_fd_sc_hd__dfrtn_1, 980 x sky130_fd_sc_hd__mux2_2, 262 x sky130_fd_sc_hd__clkbuf_1, 230 x sky130_fd_sc_hd__a22oi_1, 121 x sky130_fd_sc_hd__a22o_1.
- The run puts the mean instance size in the synthesized netlist at approximately 12 um^2.
- The run gives the most used flip-flop cell as sky130_fd_sc_hd__dfrtn_1.
- The run gives the number of library cell types mapped by synthesis as between 80 and 90.
- The run gives the async set or reset register ratio after synthesis as 1.00.

Pwr:
- The power report puts the leakage power at 24.2 nW.
- The worst-case IR drop observed on VDD is between 0.07 and 0.08 mV.
- The script computed a power per unit cell area of between 90 and 100 nW/um^2.
- The run gives the fraction of power spent switching nets as 0.288.
- The run puts the portion of total power attributed to the clock network at 0.342.
- Of the total power, registers draw 0.484.
- The run puts the internal power of the cells at 3.75 mW.
- The run puts the combinational share of power at 0.174.
- The run gives the power spent charging and discharging nets as about 1.5 mW.

Global route:
- The global routing report lists combined usage of all routing layers as 0.425.
- The run puts the total grt overflow at 0.
- The run puts the number of global-route vias before repair at roughly 39,000.
- The run gives the largest net degree at the start of global routing as ~130.
- The run puts the wire length of the first global-routing pass at just under 300,000 um.
- The number of antenna violations at the first check in global routing was 10.

Flow run:
- The run puts the number of OpenROAD warnings at 36.
- The run puts the max-cap check violation count at 0.

Routing:
- Per the detail_route report, the via count comes to 38,600.
- In this run the remaining antenna-violating nets after routing total 0.
- The run gives the total iterations of the first detailed-routing run as 8.
- The run gives the average routed wire per standard cell as roughly 37 um.
- The wire length recorded after detailed routing is 205,000 um.
- The run puts the number of design rule violations left after detail routing at 0.
- The run puts the via-per-instance ratio at between 7 and 8.
- The run gives the number of DRC markers after the initial detailed-route iteration as roughly 3,500.

Timing:
- The pin closest to its max-slew limit shows a slew of 1060 ps.
- Per the slew report, the remaining headroom to the max-slew limit stands at 0.294.
- Setup repair after global routing left no endpoint under its margin.
- The run puts the max-slew violation count at 0.
- The run puts the worst-case setup margin in the final layout at approximately 2800 ps.
- The run gives the number of hold violations in the final report as 0.
- The clock arrives with between 15 and 20 ps of skew.
- The last timing report of the flow puts the setup violation total at 0.

Finish:
- The run puts the final standard cell count with taps included and fillers excluded at approximately 5,500.
- Relative to the synthesized area, the layout overhead comes to 13.5%.
- The run puts the share of layout cells above drive strength 1 at 0.341.
- After routing the design area is between 50,000 and 60,000 um^2.

Placed design:
- Counting tap cells, the placed design contains a total of 5,295 instances.
- STA on the placed design reports a worst setup slack of 2290 ps.
- The run puts the placement-stage cell area at between 50,000 and 60,000 um^2.
- The run gives the detailed-placement wirelength estimate as 126,000 um.
- Buffers placed on the I/O ports in this run total between 100 and 150.
- The run puts the last weighted congestion value of the routability-driven placer at about 1.1.

Outcome:
- The flow ran to the end, and the final reports show no timing, DRC or antenna violations.

Hold path:
- In this run the worst hold path is classified as reg2reg.
## layer usage
metal,vias up,GRT usage,wire length [um]
li1,15600,-,-
met5,-,0.00473,159
met3,637,0.150,21800
met4,16,0.196,12200
met1,20000,0.621,82500
met2,2261,0.592,88100
## power by group through the flow
stage / sequential (mW) / combinational [mW] / clock [mW]
5_1_grt: 2.59 / 0.978 / 1.89
4_1_cts: 2.53 / 0.907 / 1.82
6_report: 2.55 / 0.918 / 1.80
## layout by cell type (no fill, tap or decap), types with 73 or more instances in the layout
| cell | n |
|---|---|
| sky130_fd_sc_hd__dfrtn_1 | 1040 |
| sky130_fd_sc_hd__mux2_2 | 980 |
| sky130_fd_sc_hd__a22oi_1 | 230 |
| sky130_fd_sc_hd__buf_4 | 181 |
| sky130_fd_sc_hd__clkdlybuf4s50_1 | 123 |
| sky130_fd_sc_hd__a22o_1 | 121 |
| sky130_fd_sc_hd__clkbuf_16 | 111 |
| sky130_fd_sc_hd__nand3_1 | 103 |
| sky130_fd_sc_hd__a21oi_1 | 100 |
| sky130_fd_sc_hd__a221oi_1 | 100 |
| sky130_fd_sc_hd__nand2_1 | 85 |
| sky130_fd_sc_hd__mux2i_1 | 85 |
| sky130_fd_sc_hd__o21ai_0 | 74 |
| sky130_fd_sc_hd__nor2_1 | 73 |
## through the flow
stage	setup TNS [ps]	hold WS, ps	utilization	power (mW)
after CTS	0	443	0.573	5.27
after global placement	0	436	0.535	3.45
after floorplan	-7170890	411	-	3.08
final	0	445	0.573	5.27
after global routing	0	448	0.573	5.45
after detailed placement	0	442	0.535	3.46
## kinds of logic (layout without fill, tap and decap cells)
group,Yosys count,after routing,synth area share
flip-flops,1040,1040,0.515
XOR/XNOR,54,54,0.00936
buffers and inverters,423,539,0.0348
AND-OR/OR-AND,951,951,0.144
other,0,8,0
AND/OR/NAND/NOR,541,541,0.0592
multiplexers,1073,1073,0.237
## worst paths after layout
check,start,end,slack (ps),cells after the start
setup reg to reg,BranchPC[9][8],Extra[6],20060,9
hold reg to reg,BranchPC[15][5],BranchPC[15][5],440,1
hold / removal,BranchPC[15][5],BranchPC[15][5],440,1
max in group asynchronous,rst,PredictPC[4][11],5360,5
min in group asynchronous,rst,PredictPC[1][21],15970,2
setup / recovery,PCE[2],Extra[6],2830,13
## cell type report
cell class              instances  area (um^2)
well taps                    1298         1620
clock buffers                 168         3330
fillers                      8103        42800
multi-input cells            2619        23100
flip-flops and latches       1040        26000
diodes                          8         20.0
clock inverters                33          428
repair buffers                314         2780
inverters                      24         93.8
## registers in the layout, summed over array words and instances (netlist names)
signal     flops
Extra         16
PredictPC    512
BranchPC     512
Power is estimated from default activity; no workload was simulated.
